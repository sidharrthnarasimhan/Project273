==> config.mk <==
export PLATFORM = sky130hd
export DESIGN_NAME = fpadd
export DESIGN_NICKNAME = fpadd
export VERILOG_FILES = /design/flow/design.v
export SDC_FILE = /design/flow/constraint.sdc
export NUM_CORES = 4
export LEC_CHECK = 1
export CORE_UTILIZATION = 30
==> constraint.sdc <==
current_design fpadd

set clk_period 15.7
set clk_io_pct 0.2

create_clock -name clk0 -period $clk_period [get_ports {clk}]

set non_clock_inputs [all_inputs -no_clocks]
set_input_delay [expr $clk_period * $clk_io_pct] -clock clk0 $non_clock_inputs
set_output_delay [expr $clk_period * $clk_io_pct] -clock clk0 [all_outputs]
==> design.v <==
module buffer1(ex,ey,sx1,sy1,mx,my,s,clk,ex1,ey1,mx1,my1,sn,sn1,sn2);
input [7:0]ex,ey;
input [23:0]mx,my;
input s,clk,sx1,sy1;
output reg [7:0]ex1,ey1;
output reg [23:0]mx1,my1;
output reg sn,sn1,sn2;
always@(posedge clk)
begin
sn1=sx1;
sn2=sy1;
ex1=ex;
ey1=ey;
mx1=mx;
my1=my;
sn=s;
end
endmodule
module buffer2(mxy1,s3,sr1,ex,sn3,sn4,clk,mxy2,ex3,sn5,sn6,s4,sr2);
input [24:0]mxy1;
input s3,clk,sr1,sn3,sn4;
input [7:0]ex;
output reg[24:0]mxy2;
output reg[7:0]ex3;
output reg s4,sn5,sn6,sr2;
always@(posedge clk)
begin
sr2=sr1;
sn5=sn3;
sn6=sn4;
ex3=ex;
mxy2=mxy1;
s4=s3;
end
endmodule
module cmpshift(e1,e2,s1,s2,m1,m2,clk,ex,ey,mx,my,s,sx1,sy1);  
input [7:0]e1,e2;
input [23:0]m1,m2;
input clk,s1,s2;
output reg[7:0]ex,ey;
output reg[23:0]mx,my;
output reg s,sx1,sy1;
reg [7:0]diff;
always@(posedge clk)
begin
sx1=s1;
sy1=s2;
if(e1==e2)
begin
ex=e1+8'b10000001;
ey=e2+8'b10000001;
mx=m1;
my=m2;
s=1'b1;
end
else if(e1>e2)
begin
diff=e1-e2;
ex=e1+8'b10000001;
ey=e1+8'b10000001;
mx=m1;
my=m2>>diff;
s=1'b1;
end
else
begin
diff=e2-e1;
ex=e2+8'b10000001;
ey=e2+8'b10000001;
mx=m2;
my=m1>>diff;
s=1'b0;
end
end
endmodule
module faddsub(a,b,s1,s2,sn,ex1,clk,out,ex2,sn3,sn4,s,sr1);  
input [23:0]a,b;
input[7:0]ex1;
input s1,s2,clk,sn;
output reg [23:0]ex2;
output reg[24:0]out;
output reg s,sn3,sn4,sr1;
always@(posedge clk)
begin
ex2=ex1;
sr1=sn;
sn3=s1;
sn4=s2;
s=s1^s2;
if(s)
begin
out=a+b;
end
else
begin
out=a+b;
end
end
endmodule
module fpadd(a,b,clk,out);
input[31:0]a,b;
input clk;
output [31:0]out;
wire [7:0]e1,e2,ex,ey,exy,ex1,ey1,ex2,ex3;
wire s1,s2,s,s3,sr,sn,s4,sx1,sy1,sn1,sn2,sn3,sn4,sr1,sr2,sn5,sn6;
wire [23:0]m1,m2,mx,my,mxy,mx1,my1;
wire [24:0]mxy1,mxy2;
assign s1=a[31];
assign s2=b[31];
assign e1=a[30:23];
assign e2=b[30:23];
assign m1[23]=1'b1;
assign m2[23]=1'b1;
assign m1[22:0]=a[22:0];
assign m2[22:0]=b[22:0];
cmpshift cmp1(e1[7:0],e2[7:0],s1,s2,m1[23:0],m2[23:0],clk,ex,ey,mx,my,s,sx1,sy1);
buffer1 buff1(ex,ey,sx1,sy1,mx,my,s,clk,ex1,ey1,mx1,my1,sn,sn1,sn2);
faddsub add(mx1,my1,sn1,sn2,sn,ex1,clk,mxy1,ex2,sn3,sn4,s3,sr1);
buffer2 buff2(mxy1,s3,sr1,ex2,sn3,sn4,clk,mxy2,ex3,sn5,sn6,s4,sr2);
normalized norm(mxy2,sr2,sn5,sn6,s4,clk,ex3,sr,exy,mxy);
assign out={sr,exy,mxy[22:0]};
endmodule
module normalized(mxy1,s,s1,s2,s3,clk,ex,sr,exy,mxy);
input[24:0]mxy1;
input s,s1,s2,s3,clk;
input[7:0]ex;
output reg sr;
output reg[7:0]exy;
output reg[23:0]mxy;
reg [24:0]mxy2;
always@(posedge clk)
begin
sr=s?s1^(mxy1[24]&s3):s2^(mxy1[24]&s3);
mxy2=(mxy1[24]&s3)?~mxy1+25'b1:mxy1;
mxy=mxy2[24:1];
exy=ex;
repeat(24)
begin
if(mxy[23]==1'b0)
begin
mxy=mxy<<1'b1;
exy=exy-8'b1;
end
end
end
endmodule
==> run.sh <==
#!/bin/bash
# OpenROAD 26Q1-2900-gdf79404cd8, Yosys 0.63+post, stock flow scripts
make -C /OpenROAD-flow-scripts/flow DESIGN_CONFIG=/design/flow/config.mk WORK_HOME=/design/flow/orfs finish
==> out/qor.yml <==
worst_setup_path:
  crit_type: "flip-flop to flip-flop"
  rr_startpoint: "buff2.mxy2[1]"
  crit_buf_inv: 7
  slowest_delay_ps: 560
  endpoint_kind: "flip-flop"
  critPathRequiredTime_ps: 16130
  worstPathArrival_ps: 15110
  cp_top_family: "adder cells"
  path_max_fanout: 11
  crit_path_frequent_cell: "ha_1"
  path_depth: 70
  cp-startpoint: "buff2.mxy2[1]"
  cp-start-kind: "flip-flop"
  reg2regPathDepth: 70
  cpMaxStageDelayCell: "or4_1"
power:
  seqPwrFrac_pct: 29.8
  share_comb_of_total_power_pct: 48.5
  static-leakage-power_nw: 7.78
  clkPwrFrac_pct: 21.7
  irDropWorstVdd_uv: 76.6
  p_sw_w: 0.00107
  switching_share_pct: 40.7
  internal-power_w: 0.00156
  power_density_mw_per_mm2: 130
timing:
  worstMarginPinSlew_ps: 857
  rsz0062_at_grt: "no"
  finalSetupViolations: 0
  hold_violations: 0
  fin_crit_ps: 14680
  finalMaxSlewViolations: 0
  slew_headroom_pct: 42.2
  finalCritPeriodShare_pct: 93.5
  final.setup_skew_ps: 16.1
  fin_setup_tns_ps: 0
  fmaxAchievable_mhz: 68.1
logic_synthesis:
  avgSynthCellArea_um2: 8.16
  yosysTopAreaCellShare_pct: 25.4
  synth-edff-count: 0
  numSynthFlops: 222
  yosysWarningCount: 6
  syn_inst: 2143
  synthFlopType: "dfxtp_1"
  synth-area-yosys_mm2: 0.0175
  netlist_area_mm2: 0.0175
  synth.distinct_cells: 125
  yosysMostFrequentCell: "nand2_1"
  synth_area_leader_cell: "dfxtp_1"
  async_reset_ff_share_pct: 0
  common_cells: "nand2_1, dfxtp_1, nor2_1"
  ys_cells: 2143
  synth_seq_share_pct: 25.4
  top_cells_by_area: "dfxtp_1, mux2i_1, xnor2_1, nand2_1, ha_1"
placed_design:
  place_inst: 2947
  dp_hpwl_um: 43600
  gp_congestion: 0.974
  portBuffers: 96
  place_area_mm2: 0.0193
floorplanning:
  rows: 88
  die_h_um: 243
  fp_util_pct: 30.3
  die-area_mm2: 0.0592
  pin_count: 97
  fp.coreArea_mm2: 0.0576
  die_w_um: 243
flow_run:
  drv_cap: 0
  warnings: 32
route:
  drtIter0Drc: 1274
  drc: 0
  wire_per_inst_um: 18.5
  insertedDiodeCount: 0
  drt-pass1-iter-count: 5
  vias: 16300
  routed_via_density: 5.44
  routed_wl_um: 55300
  final_antenna_net_count: 0
global_route:
  antenna_found_initial: 0
  track_usage_pct: 18.8
  grt_overflow: 0
  grt_pass1_wl_um: 87600
  grt_max_degree: 36
  grt_pass1_vias: 15300
clocking:
  cts_buffers: 24
  h-tree-depth: 1
  clk-insertion-delay-late_ps: 540
  cts_sinks: 222
  clockBufferDepth: 3
  cts_root_buf: "clkbuf_16"
  cts_tree: "built"
  clk_pin_slew_ps: 60
  cts_hold_buf: 0
final_layout:
  final_area_mm2: 0.0202
  layout-drive-gt1-share_pct: 11.8
  area_growth_pct: 15.7
  instances_no_fill: 2994
worst_hold_path:
  hp-class: "flip-flop to flip-flop"
  hold_path_depth: 0
  hp-start: "cmp1.my[1]"
run_status:
  status: "completed"
path summary, 6_finish.rpt:
path                                      to  slack (ps)
worst max-delay path             norm.exy[4]        1020
worst min register to register  buff1.my1[1]         320
worst max register to register   norm.exy[4]        1020
worst min-delay path            buff1.my1[1]         320
state kept, by name (all words and copies together), names as in the netlist, 8 cells and up:
signal and cells:
buff1.my1 24, add.ex2 8, norm.exy 8, cmp1.my 24, buff1.ex1 8, add.out 25
norm.mxy 23, buff2.mxy2 25, buff2.ex3 8, cmp1.mx 23, buff1.mx1 23, cmp1.ex 8
power by group through the flow:
stage	Clock (W)	Sequential (W)	Combinational [W]
CTS	0.000592	0.000787	0.00125
global route	0.000617	0.000798	0.00140
finish	0.000572	0.000783	0.00128
metrics by stage:
step                hold WS [ps]  total power [W]  worst slack, ps  util (%)
finish                       319          0.00263             1020      35.1
global route                 326          0.00281             77.7      35.1
CTS                          321          0.00263              443      35.0
detailed placement           312          0.00204              615      33.5
global placement             312          0.00204              835      33.5
floorplan                    310          0.00165             1870         -
layer usage:
metal / GRT usage, % / part of all wire, %
met5: 0 / 0
met4: 5.22 / 3.1
met3: 3.23 / 7.0
met2: 29.0 / 44
met1: 27.3 / 46
kinds of logic (layout without fill, tap and decap cells):
logic type                 after synthesis  count (layout)  share of synthesized area [%]
and+or+nand+nor                        747             748                           21.8
AOI/OAI and AO/OA                      623             623                           24.6
DFF                                    222             222                           25.4
buffers and inverters                  175             260                           4.29
xor gates and xnor gates               168             168                           10.4
muxes                                  142             142                           8.58
adders and majority gates               66              66                           4.84
cell usage in the layout (no fill, tap or decap), drive strengths merged, types with 56 or more instances in the layout:
master and instances:
nand2 238, nand3 65, nor3 56, o21ai 152
inv 67, buf 58, dfxtp 222, nor2 171
mux2i 96, xnor2 113, clkdlybuf4s50 96, a21oi 138
ha 62
layout make-up:
class	count	area, µm²
Timing Repair Buffer	154	1400
Sequential cell	222	4440
Inverter	64	240
Fill cell	5816	37400
Multi-Input combinational cell	1747	12400
Clock inverter	7	80.1
Clock buffer	35	743
Tap cell	765	957
timing repair:
item / CTS / global route
buffers inserted: 0 / 4
gates resized: 0 / 8
setup endpoints to repair: 0 / 5
Power is estimated from default activity; no workload was simulated.
